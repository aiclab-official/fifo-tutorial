## flow/design.v

```verilog
 module fifo #(
    WIDTH = 32,
    DEPTH = 16
 )
 (
    input  logic             clk_i,
    input  logic             rst_n_i,
    input  logic [WIDTH-1:0] wdata_i,
    input  logic             wr_en_i,
    output logic             full_o,
    output logic [WIDTH-1:0] rdata_o,
    input  logic             rd_en_i,
    output logic             empty_o
 );
    timeunit 1ns; timeprecision 100ps;
    initial begin : depth_power_of_2_check
        assert((DEPTH & (DEPTH-1)) == 0) else
            $error("FIFO depth must be a power of 2");
    end
    localparam ADDR_WIDTH = $clog2(DEPTH);
    logic [ADDR_WIDTH-1:0] rptr, wptr;
    logic full, empty;
    logic last_was_read;
    logic [WIDTH-1:0] mem [0:DEPTH-1];
    always_ff @(posedge clk_i or negedge rst_n_i) begin
        if (!rst_n_i) begin
            wptr <= 0;
        end else begin
            if (wr_en_i && !full) begin
                mem[wptr] <= wdata_i;
                wptr      <= wptr + 1'b1;
            end
        end
    end
    always_ff @(posedge clk_i or negedge rst_n_i) begin
        if (!rst_n_i) begin
            rptr <= 0;
        end else begin
            if (rd_en_i && !empty) begin
                rptr    <= rptr + 1'b1;
                rdata_o <= mem[rptr];
            end
        end
    end
    always_ff @(posedge clk_i or negedge rst_n_i) begin
        if (!rst_n_i) begin
            last_was_read <= 1;  
        end else begin
            if (rd_en_i && !empty) begin
                last_was_read <= 1;
            end else if (wr_en_i && !full) begin
                last_was_read <= 0;
            end else begin
                last_was_read <= last_was_read;
            end
        end
    end
    assign full    = (wptr == rptr) && !last_was_read;  
    assign empty   = (wptr == rptr) &&  last_was_read;  
    assign full_o  = full;
    assign empty_o = empty;
endmodule : fifo
```

## flow/run.sh

```bash
#!/bin/bash
# OpenROAD 26Q1-2900-gdf79404cd8, Yosys 0.63+post, stock flow scripts
make -C /OpenROAD-flow-scripts/flow DESIGN_CONFIG=/design/flow/config.mk WORK_HOME=/design/flow/orfs finish
```

## flow/config.mk

```make
export PLATFORM = sky130hd
export DESIGN_NAME = fifo
export DESIGN_NICKNAME = fifo
export VERILOG_FILES = /design/flow/design.v
export SDC_FILE = /design/flow/constraint.sdc
export NUM_CORES = 4
export LEC_CHECK = 1
export CORE_UTILIZATION = 50
export SYNTH_HDL_FRONTEND = slang
```

## flow/constraint.sdc

```tcl
current_design fifo

set clk_period 17.9
set clk_io_pct 0.2

create_clock -name clk0 -period $clk_period [get_ports {clk_i}]

set non_clock_inputs [all_inputs -no_clocks]
set_input_delay [expr $clk_period * $clk_io_pct] -clock clk0 $non_clock_inputs
set_output_delay [expr $clk_period * $clk_io_pct] -clock clk0 [all_outputs]
```

==> impl_metrics.csv <==
group,metric,value,unit
status,outcome,"finished, final reports clean",
yosys,netlist_area,20700,sq um
timing,post-route-period-util,36.1,%
power,switchingPower,991,uW
drt,ant_nets,0,
power,leakage,0.00738,uW
drt,drtIter0Drc,383,
timing,period_needed,6.46,ns
yosys,synth-edff-count,544,
run,warnings,28,
timing,worst_slack,11.44,ns
floorplanning,rows,74,
placed_design,routabilityCongestion,0.794,
floorplanning,io_pins,70,
power,swShare,27.8,%
placed_design,placed_area,22100,sq um
layout,comb_area,3950,sq um
global_routing,antenna_found_initial,0,
worst_setup_path,cp-start-kind,"register",
clocking,numCtsBuffers,54,
clocking,hold_buffers,0,
clocking,cts.root.buffer_cell,"clkbuf_16",
drt,n_antenna_cell,0,
drt,dr_total_vias,9219,
worst_hold_path,min_path_type,"register to register",
clocking,cts.sinks,553,
worst_setup_path,cpPeakStageDelay,0.85,ns
global_routing,grt_first_pass_wirelength,62800,um
run,max_cap_violations,0,
worst_setup_path,end_kind,"primary output",
timing,clock_skew,0.0124,ns
floorplanning,core_area,40800,sq um
drt,drc,0,
floorplanning,dieWidth,205,um
placed_design,hpwlAfterDp,22200,um
worst_setup_path,crit_arrival,2.88,ns
clocking,cts_tree,"done",
clocking,cts.clk_slew.worst_paths,0.06,ns
timing,slew_headroom,42.7,%
power,power_density,150,nW/um^2
yosys,async_flop_share,1.63,%
global_routing,grt_pass1_vias,10200,
placed_design,io_buffers,69,
worst_setup_path,worstPathCellList,"xnor2_1, nand4_1, nor2_1, clkdlybuf4s50_1",
yosys,ys.flops,553,
drt,dr.pass1.iters,4,
global_routing,grt_max_degree,92,
layout,lay_top_cells,"edfxtp_1, mux4_2, clkdlybuf4s50_1, o22ai_1, clkbuf_16",
drt,wire_per_inst,26.7,um
power,combPwrFrac,24.3,%
yosys,ff_type,"edfxtp_1",
layout,seq_area,16600,sq um
layout,final_cell_area,23800,sq um
timing,slew_viol_final,0,
layout,synthToLayoutAreaGrowth,14.9,%
drt,drt_wl_total,41900,um
layout,nFillCells,2920,
layout,layout-drive-gt1-share,24.8,%
floorplanning,die_h,205,um
yosys,syn_avg_cell_area,23.2,sq um
floorplanning,die-area,42200,sq um
worst_setup_path,crit_slowest_cell,"dfrtp_4",
yosys,ys_cells,890,
worst_setup_path,cp.required,14.32,ns
layout,utilization,58.2,%
floorplanning,initCoreUtil,50.7,%
yosys,synth_cells,890,
timing,rsz0062_at_grt,"no",
yosys,ys_warn_count,0,
yosys,synth_cell_types,26,
global_routing,grt-ovfl-total,0,
clocking,cts.path.max_buffers,3,
drt,via_per_inst,5.88,
power,p_int,2580,uW
timing,whs,0.581,ns
clocking,clk_latency,0.59,ns
clocking,cts_resized,0,
timing,fmax,155,MHz
yosys,yosysChipArea,20700,sq um
clocking,post_cts_buffers,0,
power,seq_power_share,45.7,%
timing,finalHoldViolations,0,
timing,finalSetupViolCount,0,
power,ir_worst_vdd,0.121,mV
global_routing,grt_usage,23.6,%
worst_setup_path,critPathKind,"register to primary output",
clocking,h-tree-depth,2,
worst_setup_path,path_max_fanout,33,
layout,lay_top_count,"edfxtp_1",
timing,tns,0,ns
timing,max_slew.worst_pin.slew,0.853,ns
placed_design,pre_cts_ws,11.50,ns
power,clock_power_share,30.0,%
yosys,ys_seq_share,80.0,%
## flip-flops by register name (all words and copies together), names as in the netlist
signal and flops:
mem 512, rdata_o 32, rptr 4, wptr 4, last_was_read 1
## critical path: cells and delay by family, from the launching register on
kind / cells / cell delay (ns)
xor gates and xnor gates: 1 / 0.19
DFF: 1 / 0.85
and+or+nand+nor: 2 / 0.76
buffers and inverters: 1 / 0.49
## final timing paths
kind / slack [ns] / start / cells past startpoint / endpoint
setup / recovery: 11.44 / rptr[0] / 4 / empty_o
hold / removal: 0.58 / wptr[3] / 1 / wptr[3]
setup reg to reg: 14.52 / rptr[0] / 5 / mem[2][11]
hold reg to reg: 0.58 / wptr[3] / 1 / wptr[3]
max in group asynchronous: 14.18 / rst_n_i / 1 / rptr[0]
min in group asynchronous: 3.33 / rst_n_i / 1 / rptr[1]
## cell usage after synthesis, drive strengths merged, types with 3 or more instances
cell type / number / area, sq um
clkbuf: 12 / 45.0
o22ai: 64 / 400
nand2: 4 / 15.0
xnor2: 10 / 87.6
edfxtp: 544 / 16300
mux4: 128 / 2880
nor2: 53 / 199
ha: 5 / 62.6
dfrtp: 8 / 200
o211ai: 4 / 50.1
inv: 4 / 15.0
nand2b: 3 / 18.8
buf: 34 / 246
o21ai: 7 / 38.8
## per-layer routing
metal / wire [um] / share of wire [%] / vias to the layer above / GRT usage [%]
li1: - / - / 3987 / -
met1: 14400 / 34 / 4654 / 34.8
met2: 20600 / 49 / 511 / 34.7
met3: 5830 / 14 / 67 / 14.1
met4: 1000 / 2.4 / 0 / 4.42
met5: 0 / 0 / - / 0.357
## layout make-up
class                      count  share of cell area [%]
tap                          532                    2.80
clock inverter                34                    1.07
timing repair buffer          95                    3.78
clock buffer                  64                    5.93
inverter                       4                  0.0632
multi-input combinational    287                    16.6
sequential                   553                    69.7
## power groups by stage
stage	registers (uW)	clock network, uW	logic [uW]
5_1_grt	1650	1140	939
6_report	1630	1070	866
4_1_cts	1630	1090	886
## per-stage QoR
| stage | std cells | total power [uW] |
|---|---|---|
| 5_1_grt | 1569 | 3720 |
| 3_3_place_gp | 1471 | 2540 |
| 2_1_floorplan | 890 | 2240 |
| 3_5_place_dp | 1471 | 2540 |
| 6_report | 1569 | 3570 |
| 4_1_cts | 1569 | 3610 |
## cells by family after synthesis
logic type | synth area share (%)
flip-flops | 80.0
multiplexers | 14.0
AND-OR/OR-AND | 2.36
AND/OR/NAND/NOR | 1.34
buffers and inverters | 1.48
XOR/XNOR | 0.423
adder cells (fa/ha/maj) | 0.302
Power figures rest on the tool's default switching activity, not on a simulated workload.
